==> design.v <==
module Lab2_4_bit_RBS(input [3:0] A,B, input bin, output [3:0] D, output bout);
    wire b0,b1,b2;
    Lab2_full_sub FS1(A[0],B[0],bin,D[0],b0);
    Lab2_full_sub FS2(A[1],B[1],b0,D[1],b1);
    Lab2_full_sub FS3(A[2],B[2],b1,D[2],b2);
    Lab2_full_sub FS4(A[3],B[3],b2,D[3],bout);
endmodule
module Lab2_full_sub(input a, b, bin, output diff, bout);
    wire d1, b1, b2;
    Lab2_half_sub_gatelevel HA1(a,b,d1,b1);
    Lab2_half_sub_gatelevel HA2(d1,bin,diff,b2);
    or #(2) G1(bout,b1,b2);
endmodule
module Lab2_half_sub_gatelevel (input a, b, output diff, bout);
    wire na;
    xor #(4) G1(diff,a,b);
    not G2(na,a);
    and #(2) G3(bout,na,b);
endmodule
==> run.sh <==
#!/bin/bash
# OpenROAD 26Q1-2900-gdf79404cd8, Yosys 0.63+post, stock flow scripts
make -C /OpenROAD-flow-scripts/flow DESIGN_CONFIG=/design/flow/config.mk WORK_HOME=/design/flow/orfs finish
==> config.mk <==
export PLATFORM = sky130hd
export DESIGN_NAME = Lab2_4_bit_RBS
export DESIGN_NICKNAME = Lab2_4_bit_RBS
export VERILOG_FILES = /design/flow/design.v
export SDC_FILE = /design/flow/constraint.sdc
export NUM_CORES = 4
export LEC_CHECK = 1
export CORE_AREA = 10 10 70 70
export DIE_AREA = 0 0 80 80
==> constraint.sdc <==
current_design Lab2_4_bit_RBS

set clk_period 3.1
set clk_io_pct 0.2

create_clock -name clk0 -period $clk_period

set non_clock_inputs [all_inputs -no_clocks]
set_input_delay [expr $clk_period * $clk_io_pct] -clock clk0 $non_clock_inputs
set_output_delay [expr $clk_period * $clk_io_pct] -clock clk0 [all_outputs]
==> run summary <==
Synthesis and PnR results.

- The wire-length estimate of the detail-placed layout is 402 um.
- The floorplan die height reads 80 um.
- The synthesized instance count reads 18.
- The peak supply drop is ~0.038 mV.
- The worst slack at placement is -0.535 ns.
- By count the netlist is led by sky130_fd_sc_hd__inv_1, sky130_fd_sc_hd__buf_4, sky130_fd_sc_hd__fa_1.
- The worst-case max-slew headroom was logged as 0.935.
- The area of the core reads about 3400 sq um.
- Counting endpoints that fail hold in the final report gives 0.
- In the final routed layout, each cell accounts on average for approximately 5.4 um.
- The detailed-route wire length on metal 1 reads approximately 250 um.
- The floorplan step defined a die boundary enclosing around 6400 sq um.
- The area share of the leading cell type in the synthesized netlist reads 0.542.
- The first global-routing pass estimated approximately 640 um of wire.
- The flow ran to the end, and the final reports show no timing, DRC or antenna violations.
- The shortest period the worst path allows is roughly 3.0 ns.
- The clock network fraction of total power is 0.
- The post-route setup TNS reads 0 ns.
- The via count is between 100 and 150.
- The sequential share of the synthesized area is 0.
- The script computed a power per unit cell area of 128 nW/um^2.
- The via density per instance reads around 1.6.
- The per-instance average area after synthesis reads 8.20 sq um.
- The number of buffers added to fix hold violations after cts is 0.
- Per the gpl log, the routability congestion estimate is about 0.75.
- The yosys stat cell total is 18.
- In this run the cell area of the synthesized design comes to 148 sq um.
- The transition time at the pin with the least slew margin reads 0.0971 ns.
- The arrival time of data at the critical path endpoint is approximately 2.4 ns.
- The starting density of the core reads 0.0432.
- Detailed-route iteration 0 reported a violation count of 0.
- The area occupied by registers reads 0 sq um.
- Of the total power, the share spent switching nets is 0.328.
- The number of optimization iterations in the first detailed-route pass is 1.
- The sequential cell count of the final layout is 0.
- The class of the most critical setup path reads input port to output port.
- The count of nets left with antenna violations after detail routing is 0.
- The count of antenna diodes in the layout is 0.
- The synthesis-to-finish area growth is 117%.
- The pin count of the biggest net entering global routing reads 2.
- The required time reported for the critical path endpoint is between 2 and 2.5 ns.
- The distinct cell type count after synthesis reads 3.
- Setup repair after global routing left no endpoint under its margin.
- In this build the clock could be raised as far as between 0.3 and 0.4 GHz.
- The relative contribution of sequential cells to total power reads 0.
- Summed over all layers, the routed wires come to slightly below 400 um.
- The all-layer global routing usage reads 0.0127.
- The number of antenna violations at the first check in global routing is 0.
- The horizontal die dimension reads 80 um.
- The number of warnings reported in the yosys synthesis log reads 0.
- Summed over all cells, the static leakage comes to roughly 0.00014 uW.
- The number of global-route vias before repair reads approximately 140.
- Checking hold timing, the worst path is listed with class input port to output port.
- The fraction of final layout cells with drive strength greater than 1 is 0.321.
- The cell accounting for the most synthesized area is sky130_fd_sc_hd__fa_1.
- Across all hold checks on the routed design, the worst slack comes to 1.96 ns.
- The count of pins over their slew limit is 0.
- The kind of launch point of the worst setup path is an input port.
- The cell row count reads 21.
- The DRC violation count after routing reads 0.
- In this run the count of I/O pins placed on the die edge is 14.
- The met2 wire length is ~80 um.
- The final worst-path setup slack is between 0.1 and 0.15 ns.
- By area the synthesized netlist is led by sky130_fd_sc_hd__fa_1, sky130_fd_sc_hd__inv_1, sky130_fd_sc_hd__buf_4.
- The end-of-flow core utilization is 0.0938.
- Recorded from the global router log, the overflow total was 0.
- The switching power is between 10 and 15 uW.
- After filler insertion, the fill cell instance count of the layout stands at 404.
- The final number of setup-violating endpoints is 0.
- Post-synthesis, Yosys gives the total cell area as 148 sq um.
- The report shows a maximum critical-path fanout of 1.
- The portion of total power attributed to combinational logic reads 1.000.
- The kind of end point of the critical path reads an output port.
- The top layer reached by signal wires is met3.
- The met3 wire length reads between 60 and 70 um.
- The stage logs contain a warning count of 32.
- The internal power is ~28 uW.
- The max-cap violation count reads 0.
- The count of input and output buffers reads 14.
- The number of clock buffer instances in the layout reads 0.
- sky130_fd_sc_hd__inv_1 is the most common cell in the netlist.
- The portion of the clock cycle consumed by the worst path in the final layout reads 0.967.
## layer usage
| layer | track usage | vias up |
|---|---|---|
| met5 | 0 | - |
| met4 | 0 | 0 |
| met3 | 0.00568 | 0 |
| met2 | 0.0120 | 14 |
| met1 | 0.0233 | 46 |
| li1 | - | 60 |
## cells in the final DEF (no fill, tap or decap)
master and instances:
sky130_fd_sc_hd__clkdlybuf4s50_1 7, sky130_fd_sc_hd__inv_1 6, sky130_fd_sc_hd__inv_2 4, sky130_fd_sc_hd__fa_2 4, sky130_fd_sc_hd__clkdlybuf4s15_1 3, sky130_fd_sc_hd__dlygate4sd2_1 2, sky130_fd_sc_hd__dlymetal6s2s_1 1, sky130_fd_sc_hd__buf_2 1
## metrics by stage
stage	cells	instance area [sq um]	power (uW)
after floorplan	18	148	22.2
after global routing	74	320	49.5
after global placement	74	315	47.1
final	74	320	41.1
after CTS	74	318	43.3
after detailed placement	74	315	47.1
## power by group through the flow
stage	registers [uW]	logic [uW]	clock network [uW]
4_1_cts	0	43.3	0
5_1_grt	0	49.5	0
6_report	0	41.1	0
## layout make-up
| cell class | count | area (sq um) | area share |
|---|---|---|---|
| Tap cell | 46 | 57.6 | 0.180 |
| Multi-Input combinational cell | 4 | 90.1 | 0.281 |
| Inverter | 10 | 37.5 | 0.117 |
| Timing Repair Buffer | 14 | 135 | 0.422 |
## what timing repair did
item                       4_1_cts  5_1_grt
setup endpoints to repair        4        1
pin swaps                        4        2
setup buffers                    0        0
gates cloned                     0        0
gates resized                   18        2
## path summary, 6_finish.rpt
kind                  start  endpoint  slack, ns  cells after the start
worst max-delay path   B[1]      D[3]       0.10                      6
worst min-delay path   B[3]      D[3]       1.96                      4
## kinds of logic after synthesis
family and synth area share:
buf+inv 0.458, fa+ha+maj 0.542
## worst max-delay path, stage by stage
cell and delay (ns):
sky130_fd_sc_hd__clkdlybuf4s50_1 0.43, sky130_fd_sc_hd__fa_2 0.38, sky130_fd_sc_hd__fa_2 0.34, sky130_fd_sc_hd__inv_2 0.06
sky130_fd_sc_hd__fa_2 0.41, sky130_fd_sc_hd__buf_2 0.12
Power figures rest on the tool's default switching activity, not on a simulated workload.

$ cat ./design.v
module Lab2_4_bit_BLS_gatelevel(input [3:0] A,B, input bin, output [3:0] D, output bout);
    wire b1,b2,b3,p0,p1,p2,p3,g0,g1,g2,g3,na0,na1,na2,na3,np0,np1,np2,np3;
    wire [10:1] temp;
    xor #(4) P0(p0,A[0],B[0]);
    xor #(4) P1(p1,A[1],B[1]);
    xor #(4) P2(p2,A[2],B[2]);
    xor #(4) P3(p3,A[3],B[3]);
    not N0(na0,A[0]);
    not N1(na1,A[1]);
    not N2(na2,A[2]);
    not N3(na3,A[3]);
    and #(2) G0(g0,na0,B[0]);
    and #(2) G1(g1,na1,B[1]);
    and #(2) G2(g2,na2,B[2]);
    and #(2) G3(g3,na3,B[3]);
    not NP0(np0,p0);
    not NP1(np1,p1);
    not NP2(np2,p2);
    not NP3(np3,p3);
    and #(2) T1(temp1,np0,bin);
    and #(2) T2(temp2,np1,np0,bin);
    and #(2) T3(temp3,np1,g0);
    and #(2) T4(temp4,np2,np1,np0,bin);
    and #(2) T5(temp5,np2,np1,g0);
    and #(2) T6(temp6,np2,g1);
    and #(2) T7(temp7,np3,np2,np1,np0,bin);
    and #(2) T8(temp8,np3,np2,np1,g0);
    and #(2) T9(temp9,np3,np2,g1);
    and #(2) T10(temp10,np3,g2);
    or #(2) B1(b1,temp1,g0);
    or #(2) B2(b2,temp2,temp3,g1);
    or #(2) B3(b3,temp4,temp5,temp6,g2);
    or #(2) Bout(bout,temp7,temp8,temp9,temp10,g3);
    xor #(4) D0(D[0],p0,bin);
    xor #(4) D1(D[1],p1,b1);
    xor #(4) D2(D[2],p2,b2);
    xor #(4) D3(D[3],p3,b3);
endmodule
$ cat ./run.sh
#!/bin/bash
# OpenROAD 26Q1-2900-gdf79404cd8, Yosys 0.63+post, stock flow scripts
make -C /OpenROAD-flow-scripts/flow DESIGN_CONFIG=/design/flow/config.mk WORK_HOME=/design/flow/orfs finish
$ cat ./config.mk
export PLATFORM = sky130hd
export DESIGN_NAME = Lab2_4_bit_BLS_gatelevel
export DESIGN_NICKNAME = Lab2_4_bit_BLS_gatelevel
export VERILOG_FILES = /design/flow/design.v
export SDC_FILE = /design/flow/constraint.sdc
export NUM_CORES = 4
export LEC_CHECK = 1
export CORE_AREA = 10 10 70 70
export DIE_AREA = 0 0 80 80
$ cat ./constraint.sdc
current_design Lab2_4_bit_BLS_gatelevel

set clk_period 2.4
set clk_io_pct 0.2

create_clock -name clk0 -period $clk_period

set non_clock_inputs [all_inputs -no_clocks]
set_input_delay [expr $clk_period * $clk_io_pct] -clock clk0 $non_clock_inputs
set_output_delay [expr $clk_period * $clk_io_pct] -clock clk0 [all_outputs]
==> results.json <==
{
  "drive_above_1_share_pct": 19.4,
  "outcome": "finished clean",
  "ys_warn_count": 10,
  "fin_area_um2": 388,
  "chipArea_um2": 6400,
  "cp.required_ns": 1.92,
  "yosys_area_um2": 159,
  "drt_wl_total_um": 561,
  "path_class": "input pin to output pin",
  "synthesis.area_um2": 159,
  "die_x_um": 80,
  "clock_buffers": 0,
  "power_leakage_nw": 0.169,
  "ant_nets": 0,
  "cts_hold_buf": 0,
  "synth.distinct_cells": 10,
  "warnings": 32,
  "worstSetupEndpointType": "output pin",
  "powerDensity_nw_per_um2": 187,
  "finalClockPeriodUsage_pct": 96.6,
  "cp-start-kind": "input pin",
  "area_growth_pct": 144,
  "cp-startpoint": "A[2]",
  "seqCellArea_um2": 0,
  "topCellsByArea": "ha_1 (31%), inv_1 (14%), fa_1 (13%), xnor2_1 (11%), a211oi_2 (7.9%)",
  "synth_area_leader_cell": "ha_1",
  "worst_pin_slew_ns": 0.225,
  "period_minus_slack_ns": 2.32,
  "setup-violations-final": 0,
  "seq_cells": 0,
  "synth.most_common_cell": "inv_1",
  "hold_class": "input pin to output pin",
  "dpl.hpwl_um": 520,
  "fp-utilization_pct": 4.65,
  "hold_depth": 4,
  "die_h_um": 80,
  "ys_seq_share_pct": 0,
  "drc": 0,
  "syn_avg_cell_area_um2": 7.95,
  "drt_first_pass_iters": 2,
  "slew_viol_final": 0,
  "syn_inst": 20,
  "cp_max_fo": 2,
  "grt_pass1_wl_um": 828,
  "grt_use_total_pct": 1.62,
  "ys_cells": 20,
  "rows": 21,
  "yosysTopAreaCellShare_pct": 31.5,
  "fmax_mhz": 431,
  "maxCapViolations": 0,
  "grt_pass1_vias": 167,
  "utilization_pct": 11.4,
  "fillers": 401,
  "max_slew_margin_pct": 85.0,
  "irDropWorstVdd_mv": 0.0246,
  "wire_per_inst_um": 6.84,
  "n_antenna_cell": 0,
  "critical_path_arrival_ns": 1.84,
  "pin_count": 14,
  "grt-ovfl-total": 0,
  "antenna_found_initial": 0,
  "port_buffers": 14,
  "post_dp_cell_area_um2": 372,
  "vias": 169,
  "grt_max_degree": 4,
  "power.total_uw": 72.5,
  "holdWs_ns": 1.65,
  "core-area_um2": 3420,
  "rsz0062_at_grt": "no",
  "drt_iter0_drc": 1,
  "hold_viol": 0,
  "place_congestion": 0.623,
  "critPathCapture": "D[3]",
  "synthTopCellsByCount": "inv_1 (6), ha_1 (4), nor2_1 (2), xnor2_1 (2)",
  "via_per_inst": 2.06
}
cells by family (layout without fill, tap and decap cells):
family	Yosys count	count (layout)	share of synthesized area [%]
AND/OR/NAND/NOR	2	2	4.73
buffers and inverters	6	22	14.2
adder cells (fa/ha/maj)	5	5	44.1
AND-OR/OR-AND	4	4	20.5
XOR/XNOR	3	3	16.5
report_power, final:
group / total (mW) / internal (mW) / switching (mW)
Clock: 0 / 0 / 0
Combinational: 0.0725 / 0.0483 / 0.0242
Sequential: 0 / 0 / 0
critical path, cell delays in order:
cell and delay [ns]:
clkdlybuf4s50_1 0.47, inv_2 0.04, ha_4 0.26, o21ai_1 0.05
o21bai_1 0.21, xnor2_1 0.14, clkdlybuf4s15_1 0.19
layout make-up:
| cell class | instances | area (um^2) | share of cell area [%] |
|---|---|---|---|
| Timing Repair Buffer | 16 | 146 | 37.7 |
| Inverter | 6 | 22.5 | 5.81 |
| Tap cell | 46 | 57.6 | 14.8 |
| Multi-Input combinational cell | 14 | 161 | 41.6 |
stage by stage:
step / worst slack (ns) / setup TNS, ns / cells
global placement: -0.385 / -1.42 / 82
detailed placement: -0.388 / -1.44 / 82
finish: 0.0821 / 0 / 82
CTS: 0.0397 / 0 / 82
global route: 0.0125 / 0 / 82
floorplan: 0.617 / 0 / 20
layout by cell type, fill, tap and decap left out:
| master | instances |
|---|---|
| dlygate4sd2_1 | 7 |
| clkdlybuf4s50_1 | 5 |
| inv_1 | 4 |
| inv_2 | 2 |
| nor2_1 | 2 |
| xnor2_1 | 2 |
| ha_4 | 2 |
| ha_1 | 2 |
| clkdlybuf4s15_1 | 2 |
| buf_4 | 2 |
| a211oi_2 | 1 |
| o21ai_1 | 1 |
| o21bai_1 | 1 |
| a21o_1 | 1 |
| xor2_1 | 1 |
| fa_1 | 1 |
worst min-delay path by stage:
stage                 from    to  slack [ns]
after CTS             B[1]  D[1]        1.67
after global routing  B[1]  D[1]        1.70
final                 B[1]  D[1]        1.65
routing by layer:
layer | wire [um] | vias to the layer above | track usage (%)
li1 | - | 95 | -
met5 | 0 | - | 0
met4 | 0 | 0 | 0
met2 | 264 | 8 | 2.97
met1 | 200 | 66 | 1.72
met3 | 96 | 0 | 0.795
timing repair:
action	in CTS	in global routing
setup buffers	2	0
resized	14	2
setup endpoints to repair	5	2
pin swaps	7	3

==> flow/design.v <==
module Lab2_4_bit_BLS_dataflow(input [3:0] A,B, input bin, output [3:0] D, output bout);
    assign D[0] = (A[0])^(B[0])^(bin),
           D[1] = (A[1])^(B[1])^((~(A[0]^B[0])&bin)|((~A[0])&B[0])),
           D[2] = (A[2])^(B[2])^(((~(A[1]^B[1])&((~(A[0]^B[0])&bin)|((~A[0])&B[0])))|((~A[1])&B[1]))),
           D[3] = (A[3])^(B[3])^(((~(A[2]^B[2])&(((~(A[1]^B[1])&((~(A[0]^B[0])&bin)|((~A[0])&B[0])))|((~A[1])&B[1]))))|((~A[2])&B[2]))),
           bout = ((~(A[3]^B[3])&(((~(A[2]^B[2])&(((~(A[1]^B[1])&((~(A[0]^B[0])&bin)|((~A[0])&B[0])))|((~A[1])&B[1]))))|((~A[2])&B[2]))))|((~A[3])&B[3]));
endmodule
==> flow/run.sh <==
#!/bin/bash
# OpenROAD 26Q1-2900-gdf79404cd8, Yosys 0.63+post, stock flow scripts
make -C /OpenROAD-flow-scripts/flow DESIGN_CONFIG=/design/flow/config.mk WORK_HOME=/design/flow/orfs finish
==> flow/config.mk <==
export PLATFORM = sky130hd
export DESIGN_NAME = Lab2_4_bit_BLS_dataflow
export DESIGN_NICKNAME = Lab2_4_bit_BLS_dataflow
export VERILOG_FILES = /design/flow/design.v
export SDC_FILE = /design/flow/constraint.sdc
export NUM_CORES = 4
export LEC_CHECK = 1
export CORE_AREA = 10 10 70 70
export DIE_AREA = 0 0 80 80
==> flow/constraint.sdc <==
current_design Lab2_4_bit_BLS_dataflow

set clk_period 5.1
set clk_io_pct 0.2

create_clock -name clk0 -period $clk_period

set non_clock_inputs [all_inputs -no_clocks]
set_input_delay [expr $clk_period * $clk_io_pct] -clock clk0 $non_clock_inputs
set_output_delay [expr $clk_period * $clk_io_pct] -clock clk0 [all_outputs]
==> results.py <==
# Metrics from the implementation run
metrics = {
    "global_route": {
        "antenna_found_initial": 0,
        "grtUsageTotal_pct": 1.25,
        "grt_pass1_wl_um": 655,
        "grt_max_degree": 2,
        "grtUsageMet3_pct": 0.909,
        "met1_usage_pct": 2.07,
        "top_usage_layer": "met1",
        "grt_pass1_vias": 146,
        "overflow": 0,
        "grtUsageMet2_pct": 1.20,
    },
    "placement": {
        "place.gp.congestion": 0.807,
        "dp_worst_setup_slack_ns": 0.647,
        "place_area_um2": 315,
        "portBuffers": 14,
        "dpl.hpwl_um": 399,
    },
    "hold_path": {
        "hold_depth": 5,
        "min_path_type": "input port to primary output",
        "holdPathEnd": "bout",
        "holdCritStartpoint": "B[3]",
    },
    "cells_and_area": {
        "drive_gt1_share_pct": 0,
        "stdcell_area_um2": 315,
        "nClkBuffers": 0,
        "n_fill_cell": 405,
        "syn_to_final_growth_pct": 168,
        "flop_area_um2": 0,
        "ff_count": 0,
    },
    "die": {
        "io_pins": 14,
        "rows": 21,
        "initCoreUtil_pct": 3.44,
        "die_area_um2": 6400,
        "die_h_um": 80,
        "die_x_um": 80,
        "core_um2": 3420,
    },
    "job": {
        "tool_warnings": 32,
        "cap_violations": 0,
    },
    "routing": {
        "drc_errors": 0,
        "viasPerCell": 1.59,
        "wire_per_inst_um": 5.58,
        "vias": 118,
        "drt_iter0_drc": 0,
        "postRouteAntennaNets": 0,
        "dr.pass1.iters": 1,
        "diodes": 0,
        "wl_um": 413,
    },
    "status": {
        "status": "completed",
    },
    "logic_synthesis": {
        "syn_avg_cell_area_um2": 8.40,
        "netlist_instances": 14,
        "most_common_cell": "inv_1",
        "top_area_cell": "fa_1",
        "synthTopCellsByArea": "fa_1, inv_1",
        "synth.top_cell.area_share_pct": 68.1,
        "common_cells": "inv_1, fa_1",
        "synth.cell_area_um2": 118,
        "ys_area_um2": 118,
        "ys_seq_share_pct": 0,
        "ys_types": 2,
        "ys_cells": 14,
        "yosys_warnings": 0,
    },
    "final_timing": {
        "maxSlewViolCount": 0,
        "fin_crit_sh_pct": 87.1,
        "tns_ns": 0,
        "max_slew.worst_pin.slew_ns": 0.0995,
        "setup_viol": 0,
        "hold_viol": 0,
        "rsz0062_at_grt": "no",
        "fmax_mhz": 225,
        "setup_ws_ns": 0.659,
        "period_needed_ns": 4.44,
        "whs_ns": 3.09,
        "slew_headroom_pct": 93.3,
    },
    "clocking": {
        "postCtsSetupBuffers": 0,
        "cts_resized": 0,
        "cts_hold_buf": 0,
    },
    "setup_path": {
        "cp.required_ns": 4.08,
        "crit_type": "input port to primary output",
        "crit_path_max_fanout": 1,
        "cp-end-kind": "primary output",
        "cp.arrival_ns": 3.42,
        "start_kind": "input port",
    },
    "power": {
        "power.density_nw_per_um2": 89.3,
        "p_leak_nw": 0.137,
        "ir_drop_uv": 29.1,
    },
}
## layout by cell type (no fill, tap or decap)
cell type,netlist,final
fa_1,4,4
inv_1,10,10
clkdlybuf4s50_1,0,14
## area by class of cell
class,instances,area [um^2],share of cell area (%)
multi-input combinational,4,80.1,25.4
tap,46,57.6,18.3
inverter,10,37.5,11.9
timing repair buffer,14,140,44.4
## where the power goes
group	internal, mW	switching, mW
clock network	0	0
registers	0	0
logic	0.0201	0.00810
## per-stage QoR
step                      power (mW)  instances  utilization, %
after floorplan              0.00521         14               -
after global placement        0.0284         74            9.23
after detailed placement      0.0286         74            9.23
after CTS                     0.0289         74            9.23
after global routing          0.0324         74            9.23
final                         0.0282         74            9.23
## worst max path at each step
stage | startpoint | endpoint | slack [ns] | depth (start not counted)
CTS | A[0] | D[3] | 0.63 | 8
global route | A[0] | D[3] | 0.54 | 8
finish | A[0] | D[3] | 0.66 | 8
## critical path: stages
cell	delay [ns]
clkdlybuf4s50_1	0.49
fa_1	0.17
inv_1	0.05
fa_1	0.39
fa_1	0.37
inv_1	0.08
fa_1	0.41
clkdlybuf4s50_1	0.43
## metal layers
metal | wire length, um | part of all wire [%] | vias up
met5 | 0 | 0 | -
met4 | 0 | 0 | 0
met3 | 109 | 26 | 0
met2 | 68 | 16 | 14
met1 | 236 | 57 | 44
li1 | - | - | 60
## kinds of logic (layout without fill, tap and decap cells)
family | count (synthesis) | after routing | synth area share [%]
adder cells (fa/ha/maj) | 4 | 4 | 68.1
buffers and inverters | 10 | 24 | 31.9
No activity file was given, so power comes from the tool's default toggle rates.
